==> flow/design.v <==
`timescale 1ns / 1ps
module alu(
    input [2:0] portA,
    input [2:0] portB,
    input [1:0] opcode,
	 input sel,
    output [0:6] sseg,
    output [3:0] an,
    input clk,
    input rst
 );
wire [2:0] sal_suma;
wire [2:0] sal_resta;
wire [2:0] sal_div;
wire [5:0] sal_mult;
reg [3:0] init; 
wire init_suma;
wire init_resta;
wire init_mult;
wire init_div;
assign init_suma= init[0];
assign init_resta=init[1];
assign init_mult=init[2];
assign init_div=init[3];
reg [15:0]int_bcd;
wire [3:0] operacion;
always @(*) begin
	case(opcode) 
		2'b00: init<=1;
		2'b01: init<=2;
		2'b10: init<=4;
		2'b11: init<=8;
	default:
		init <= 0;
	endcase
end
always @(*) begin
	case(opcode) 
		2'b00: int_bcd <={8'b00,sal_suma};
		2'b01: int_bcd <={8'b00,sal_resta};
		2'b10: int_bcd <={8'b00,sal_mult};
		2'b11: int_bcd <={8'b00,sal_div};
	default:
		int_bcd <= 0;
	endcase
end
sum4b sum(. init(init_suma),.xi({1'b0,portA}), .yi({1'b0,portB}),.sal(sal_suma),.Sel(0));
sum4b res(. init(init_suma),.xi({1'b0,portA}), .yi({1'b0,portB}),.sal(sal_resta),.Sel(1));
multiplicador mul ( .MR(portA), .MD(portB), .init(init_mult),.clk(clk), .pp(sal_mult));
BCDtoSSeg dp( .BCD(int_bcd), .clk(clk), .SSeg(sseg), .an(an), .rst(rst));
div3bcc div( .Divdo(portA), .divor(portB), .init(init_div), .clk(clk), .reset(reset), .ResultD(sal_div));
endmodule
`timescale 1ns / 1ps
module sum4b(init, xi, yi,co,sal,Sel);
  input init;
  input [2 :0] xi;
  input [2 :0] yi;
  input Sel;
  output co;
  output [2 :0] sal;
  wire [2:0] s;
  xor(s[0],yi[0],Sel);
  xor(s[1],yi[1],Sel);
  xor(s[2],yi[2],Sel);
  wire [3:0] st;
  assign sal= st[2:0];
  assign co = st[3];
  assign st  = 	xi+s+Sel;
endmodule
`timescale 1ns / 1ps
module BCDtoSSeg (BCD, SSeg,clk,an,rst);
  input [3:0] BCD;
  input clk;
  input rst;
  output [3:0] an;
  output reg [6:0] SSeg;
	always @ ( * ) begin
	case (BCD)
   4'b0000: SSeg = 7'b1000000;  
	4'b0001: SSeg = 7'b1111001;  
	4'b0010: SSeg = 7'b0100100;  
	4'b0011: SSeg = 7'b0110000;  
	4'b0100: SSeg = 7'b0011001;  
	4'b0101: SSeg = 7'b0010010;  
	4'b0110: SSeg = 7'b0000010;  
	4'b0111: SSeg = 7'b1111000;  
	4'b1000: SSeg = 7'b0000000;  
	4'b1001: SSeg = 7'b0011000;  
   4'ha: SSeg = 7'b0001000;  
   4'hb: SSeg = 7'b0000011;
   4'hc: SSeg = 7'b0100111;
   4'hd: SSeg = 7'b0100001;
   4'he: SSeg = 7'b0000100;
   4'hf: SSeg = 7'b0001110;
    default: 
	 SSeg = 0;
    endcase
  end
endmodule
`timescale 1ns / 1ps
module div3bcc (Divdo,divor,init,clk,reset,ResultD,done);
   input [2:0] Divdo;
   input [2:0] divor;
   input init;
	input clk;
	input reset;
	output [2:0] ResultD;
   output done;
	reg [2:0] acum;
	reg [2:0] ResultD;
	reg done;
	reg [1:0] i;
  always @(init) 
			begin
				if(init==1) 
					begin
						acum =0;
						ResultD=0;
						done=0;
						ResultD = Divdo;
						for (i=0; i<3; i=i+1) 
							begin
								acum = acum << 1;
								acum[0] = ResultD[2];
								ResultD = ResultD << 1;
								if (acum >= divor) 
									begin
										ResultD = ResultD+1;
										acum = acum - divor;
									end
							end
							done = 1;
					end
			end
endmodule
`timescale 1ns / 1ps
module multiplicador( input [2:0] MR, 
							 input [2:0] MD, 
							 input init, 
							 input clk,  
							 output reg [5:0] pp, 
							 output reg done
);
	reg sh;
	reg rst;
	reg add;
	reg [5:0] A;
	reg [2:0] B;
	wire z;
	reg [2:0] status =0;
	assign z=(B==0)?1:0;
	always @(posedge clk) begin
	if (rst) begin
		A = {3'b000,MD};
		B = MR;
	end
	else	begin 
		if (sh) begin
			A= A << 1;
			B = B >> 1;
		end
	end
  end 
  always @(posedge clk) begin
	if (rst) begin
		pp =0;
	end
	else	begin 
		if (add) begin
		pp =pp+A;
		end
	end
  end
	parameter START =0,  CHECK =1, ADD =2, SHIFT =3, END1 =4;
	always @(posedge clk) begin
	case (status)
	START: begin
		sh=0;
		add=0;
		if (init) begin
			status=CHECK;
			done =0;
			rst=1;
		end
		end
	CHECK: begin 
		done=0;
		rst=0;
		sh=0;
		add=0;
		if (B[0]==1)
			status=ADD;
		else
			status=SHIFT;
		end
	ADD: begin
		done=0;
		rst=0;
		sh=0;
		add=1;
		status=SHIFT;
		end
	SHIFT: begin
		done=0;
		rst=0;
		sh=1;
		add=0;
		if (z==1)
			status=END1;
		else
			status=CHECK;
		end
	END1: begin
		done =1;
		rst =0;
		sh =0;
		add =0;
		status =START;
	end
	 default:
		status =START;
	endcase 
 end 
endmodule
==> flow/run.sh <==
#!/bin/bash
# OpenROAD 26Q1-2900-gdf79404cd8, Yosys 0.63+post, stock flow scripts
make -C /OpenROAD-flow-scripts/flow DESIGN_CONFIG=/design/flow/config.mk WORK_HOME=/design/flow/orfs finish
==> flow/config.mk <==
export PLATFORM = sky130hd
export DESIGN_NAME = alu
export DESIGN_NICKNAME = alu
export VERILOG_FILES = /design/flow/design.v
export SDC_FILE = /design/flow/constraint.sdc
export NUM_CORES = 4
export LEC_CHECK = 1
export CORE_AREA = 10 10 106 106
export DIE_AREA = 0 0 116 116
==> flow/constraint.sdc <==
current_design alu

set clk_period 3.4
set clk_io_pct 0.2

create_clock -name clk0 -period $clk_period [get_ports {clk}]

set non_clock_inputs [all_inputs -no_clocks]
set_input_delay [expr $clk_period * $clk_io_pct] -clock clk0 $non_clock_inputs
set_output_delay [expr $clk_period * $clk_io_pct] -clock clk0 [all_outputs]
==> flow_metrics.env <==
# yosys + openroad results
export IMPL_status="finished, final reports clean"
export IMPL_worstSetupEndpointType="output port"
export IMPL_path_clk_slew_ns=0.06
export IMPL_ir_drop_v=0.000195
export IMPL_antenna_found_initial=0
export IMPL_whs_path_depth=2
export IMPL_numCtsBuffers=3
export IMPL_drc=0
export IMPL_p_total_mw=1.16
export IMPL_setup_tns_ns=0
export IMPL_initial_utilization=0.172
export IMPL_final_cell_mix="17 x buf_4, 16 x nor2_1, 12 x edfxtp_1"
export IMPL_fin_skew_ns=0.00318
export IMPL_firstDrtPassIters=4
export IMPL_yosys_top_cells_area="edfxtp_1 24%, ha_1 13%, dfxtp_1 6.6%"
export IMPL_synth_cells=157
export IMPL_crit_start="portA[0]"
export IMPL_rsz0062_at_grt="true"
export IMPL_clock_latency_ns=0.25
export IMPL_muxShareOfSynthArea=0.129
export IMPL_diodes=0
export IMPL_drv_cap=0
export IMPL_timing_critical_path_required_ns=2.72
export IMPL_r2r_cells=2
export IMPL_hp_class="flip-flop to flip-flop"
export IMPL_num_io_pins=22
export IMPL_area_combinational_mm2=0.00104
export IMPL_drt_initial_drc_count=35
export IMPL_reg2reg_slack_ns=1.81
export IMPL_yosysUniqueCellTypes=37
export IMPL_yosys_cells=157
export IMPL_num_vias=1168
export IMPL_overflow=0
export IMPL_register_area_um2=505
export IMPL_die_w_um=116
export IMPL_synth_top_area_share=0.237
export IMPL_synth_area_mm2=0.00152
export IMPL_finalInstanceArea_mm2=0.00210
export IMPL_yosysWarnings=16
export IMPL_wl_met2_um=1260
export IMPL_power_density_mw_per_mm2=553
export IMPL_placed_area_mm2=0.00190
export IMPL_aoi_share=0.107
export IMPL_root_buffer="clkbuf_8"
export IMPL_dieArea_mm2=0.0135
export IMPL_met1Wirelength_um=1570
export IMPL_xor_area_frac=0.0509
export IMPL_ys_sh_simple=0.127
export IMPL_clock_path_buffers=2
export IMPL_top_layer="met4"
export IMPL_final_common_cell="buf_4"
export IMPL_syn2layout_area_growth_pct=38.1
export IMPL_hold_viol_final=0
export IMPL_final_antenna_net_count=0
export IMPL_synth_flop_count=20
export IMPL_synth_largest_area_cell="edfxtp_1"
export IMPL_ys_top_logic_family="adder cells"
export IMPL_core_area_mm2=0.00885
export IMPL_cts_tree="yes"
export IMPL_worstReg2RegEnd="mul.rst$_DFFE_PP_"
export IMPL_unclocked_pins=3
export IMPL_slew_viol_final=0
export IMPL_ys_sh_adder=0.177
export IMPL_dp_hpwl_um=2400
export IMPL_avgSynthCellArea_um2=9.70
export IMPL_path_max_fanout=5
export IMPL_p_leak_nw=0.912
export IMPL_setup_violations_final=0
export IMPL_grt_start_max_net_pins=15
export IMPL_ys_area_mm2=0.00152
export IMPL_drt_total_wl_um=3110
export IMPL_fmax_mhz=299
export IMPL_grt_pass1_wl_um=5150
export IMPL_wire_per_inst_um=10.3
export IMPL_fill_cells=940
export IMPL_finalCritPeriodShare=0.985
export IMPL_cts_max_level=1
export IMPL_tool_warnings=33
export IMPL_place_gp_congestion=0.798
export IMPL_groute_usage_overall=0.0461
export IMPL_startpoint_type="primary input"
export IMPL_critical_path_endpoint="sseg[6]"
export IMPL_crit_type="primary input to output port"
export IMPL_io_buffers=15
export IMPL_grt_pass1_vias=1107
export IMPL_wl_met3_um=261
export IMPL_cp_arrival_ns=2.67
export IMPL_reg2reg_from="mul.status[0]$_DFFE_PP_"
export IMPL_unconstrained_endpoints=3
export IMPL_drive_gt1_frac=0.347
export IMPL_holdWs_ns=0.521
export IMPL_die_h_um=116
export IMPL_via_per_inst=3.88
export IMPL_fp_row_count=34
export IMPL_min_period_ns=3.35
power by group:
| group | switching (mW) | internal [mW] |
|---|---|---|
| Combinational | 0.241 | 0.311 |
| Clock | 0.0638 | 0.0830 |
| Sequential | 0.105 | 0.359 |
| Total | 0.410 | 0.752 |
metal layers:
| metal | vias to the layer above | global-route usage |
|---|---|---|
| met5 | - | 0 |
| met4 | 0 | 0.00500 |
| met3 | 2 | 0.0178 |
| met2 | 23 | 0.0652 |
| met1 | 539 | 0.0674 |
| li1 | 604 | - |
per-stage QoR:
stage | instances | worst slack, ns | utilization
2_1_floorplan | 160 | 0.0939 | -
3_3_place_gp | 291 | -0.828 | 0.215
3_5_place_dp | 291 | -0.894 | 0.215
4_1_cts | 301 | 0.00130 | 0.233
5_1_grt | 301 | -0.0123 | 0.238
6_report | 301 | 0.0518 | 0.238
repair_timing:
| item | 4_1_cts | 5_1_grt |
|---|---|---|
| resized | 56 | 22 |
| setup endpoints to repair | 7 | 6 |
| pin swaps | 12 | 11 |
| hold endpoints to repair | 0 | 0 |
| buffers inserted | 6 | 0 |
| hold buffers | 0 | 0 |
critical path, cell delays in order:
cell     delay (ns)
buf_6          0.11
inv_4          0.05
ha_4           0.11
inv_2          0.04
fa_2           0.39
xnor2_2        0.15
mux4_2         0.56
buf_6          0.17
mux4_2         0.28
buf_2          0.13
sequential cells by signal, indices dropped and copies added (netlist names):
| signal | count |
|---|---|
| mul.add | 1 |
| mul.pp | 4 |
| mul.rst | 1 |
| mul.B | 3 |
| mul.status | 3 |
| div.ResultD | 3 |
| mul.A | 4 |
| mul.sh | 1 |
kinds of logic after synthesis:
logic type               after synthesis
AND/OR/NAND/NOR                       41
AND-OR/OR-AND                         27
buffers and inverters                 24
adder cells (fa/ha/maj)               20
flip-flops                            17
multiplexers                          16
XOR/XNOR                               8
latches                                3
other                                  1
final cells by class:
class                           instances  area share
Clock buffer                            4      0.0214
Timing Repair Buffer                   40       0.155
Multi-Input combinational cell        116       0.493
Sequential cell                        20       0.240
Inverter                               13      0.0256
Tap cell                              108      0.0642
synthesized netlist by cell type (all sizes together):
cell	number
a21boi	1
dlxtp	3
inv	13
edfxtp	12
a211oi	2
nor4b	1
nand2	10
o21ai	7
nor2b	1
or4	1
ha	16
clkbuf	6
conb	1
mux4	2
or3	1
nor2	16
mux2i	8
a21o	4
dfxtp	5
or2	1
and2	5
xnor2	5
mux2	6
a22o	1
xor2	3
maj3	1
a21oi	9
nand2b	3
nor3	1
o22ai	2
a31o	1
buf	5
fa	3
and3	1
how the worst min path moves through the flow:
stage | start | end | slack, ns
after CTS | mul.A[2]$_DFFE_PP_ | mul.A[3]$_SDFFE_PP0P_ | 0.53
after global routing | mul.pp[1]$_SDFFE_PP0P_ | mul.pp[1]$_SDFFE_PP0P_ | 0.56
final | mul.A[2]$_DFFE_PP_ | mul.A[3]$_SDFFE_PP0P_ | 0.52
Power is estimated from default activity; no workload was simulated.
